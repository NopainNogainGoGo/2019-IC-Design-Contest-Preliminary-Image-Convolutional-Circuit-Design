[flow/config.mk]
export PLATFORM = sky130hd
export DESIGN_NAME = CONV
export DESIGN_NICKNAME = CONV
export VERILOG_FILES = /design/flow/design.v
export SDC_FILE = /design/flow/constraint.sdc
export NUM_CORES = 4
export LEC_CHECK = 1
export CORE_UTILIZATION = 30
[flow/constraint.sdc]
current_design CONV

set clk_period 18.9
set clk_io_pct 0.2

create_clock -name clk0 -period $clk_period [get_ports {clk}]

set non_clock_inputs [all_inputs -no_clocks]
set_input_delay [expr $clk_period * $clk_io_pct] -clock clk0 $non_clock_inputs
set_output_delay [expr $clk_period * $clk_io_pct] -clock clk0 [all_outputs]
[flow/design.v]
module CONV(
	input			clk,               
	input			reset,             
	output reg		busy,	            
	input			ready,	            
	output reg[11:0]	iaddr,            
	input signed[19:0]	idata,            
	output reg 	     cwr,              
	output reg[11:0] 	caddr_wr,         
	output reg[19:0] 	cdata_wr,         
	output reg	 crd,               
	output reg[11:0]	caddr_rd,         
	input	[19:0]		cdata_rd,         
	output reg[2:0] 	csel              
);
parameter signed bias = 40'h0013100000;    
parameter signed K0_0 = 20'h0A89E;         
parameter signed K0_1 = 20'h092D5;         
parameter signed K0_2 = 20'h06D43;         
parameter signed K0_3 = 20'h01004;         
parameter signed K0_4 = 20'hF8F71;         
parameter signed K0_5 = 20'hF6E54;         
parameter signed K0_6 = 20'hFA6D7;         
parameter signed K0_7 = 20'hFC834;         
parameter signed K0_8 = 20'hFAC19;         
parameter IDLE       = 3'd0;    
parameter READ_CONV  = 3'd1;    
parameter WRITE_L0   = 3'd2;    
parameter DELAY1     = 3'd3;    
parameter READ_L0    = 3'd4;    
parameter WRITE_L1   = 3'd5;    
parameter DELAY2     = 3'd6;    
parameter FINISH     = 3'd7;    
reg [5:0] x, y, L1_x, L1_y;             
reg [3:0] counter_kdata, counter_kaddr;   
reg [2:0] counter_layer1;	            
reg [2:0] current_state, next_state;    
reg signed [19:0] Kernel;               
reg signed [39:0] conv_sum;             
reg signed [19:0] idata_tmp;            
wire signed [39:0] data_conv;
wire signed [19:0] conv_result;
assign data_conv = Kernel * idata_tmp;              
assign conv_result[19:0] = conv_sum[35:16] + conv_sum[15];   
always@(*) begin
	case(counter_kdata)
		4'd1: Kernel = K0_0;
		4'd2: Kernel = K0_1;
		4'd3: Kernel = K0_2;
		4'd4: Kernel = K0_3;
		4'd5: Kernel = K0_4;
		4'd6: Kernel = K0_5;
		4'd7: Kernel = K0_6;
		4'd8: Kernel = K0_7;
		4'd9: Kernel = K0_8;
		default: Kernel = 0;
	endcase
end
always@(posedge clk or posedge reset) begin
	if(reset) 
		current_state <= IDLE;
	else 
		current_state <= next_state;
end
always @(*) begin
	case (current_state)
		IDLE:       next_state = (ready) ? READ_CONV : IDLE;
		READ_CONV:  next_state = (counter_kdata == 4'd10) ? WRITE_L0 : READ_CONV;  
		WRITE_L0:   next_state = DELAY1;
		DELAY1:     next_state = (x == 6'd0 && y == 6'd0) ? READ_L0 : READ_CONV;
		READ_L0:    next_state = (counter_layer1 == 3'd4) ? WRITE_L1 : READ_L0;
		WRITE_L1:   next_state = DELAY2;
		DELAY2:     next_state = (L1_x == 6'd0 && L1_y == 6'd0) ? FINISH : READ_L0;
		FINISH:     next_state = FINISH;
		default:    next_state = IDLE;
	endcase
end
always@(posedge clk or posedge reset) begin
	if(reset) begin 
		iaddr <= 12'd0;
	end else if(current_state == READ_CONV) begin 
		case(counter_kaddr)
			4'd0: iaddr <= (y-1)*64 + x-1;
			4'd1: iaddr <= (y-1)*64 + x;
			4'd2: iaddr <= (y-1)*64 + x+1;
			4'd3: iaddr <= y*64 + x-1;
			4'd4: iaddr <= y*64 + x;		 
			4'd5: iaddr <= y*64 + x+1;		
			4'd6: iaddr <= (y+1)*64 + x-1;
			4'd7: iaddr <= (y+1)*64 + x;
			4'd8: iaddr <= (y+1)*64 + x+1;
			default: iaddr <= iaddr;
		endcase
	end
end
always@(posedge clk or posedge reset) begin
	if(reset) 
		counter_kaddr <= 4'd0;
	else if(current_state == READ_CONV) 
		counter_kaddr <= counter_kaddr + 4'd1;
	else 
		counter_kaddr <= counter_kaddr;
end
always@(posedge clk or posedge reset) begin
	if(reset) 
		idata_tmp <= 0;
	else if(current_state == READ_CONV) begin
		case(counter_kdata)
			4'd0: idata_tmp <= (x == 0 || y == 0) ? 20'd0 : idata;
			4'd1: idata_tmp <= (y == 0) ? 20'd0 : idata;
			4'd2: idata_tmp <= (x == 63 || y == 0) ? 20'd0 : idata;
			4'd3: idata_tmp <= (x == 0) ? 20'd0 : idata;
			4'd4: idata_tmp <= idata;
			4'd5: idata_tmp <= (x == 63) ? 20'd0 : idata;
			4'd6: idata_tmp <= (x == 0 || y == 63) ? 20'd0 : idata;
			4'd7: idata_tmp <= (y == 63) ? 20'd0 : idata;
			4'd8: idata_tmp <= (x == 63 || y == 63) ? 20'd0 : idata;
			default: idata_tmp <= idata_tmp;
		endcase
	end 
end
always@(posedge clk or posedge reset) begin
	if(reset) 
		conv_sum <= 40'd0;
	else if(current_state == READ_CONV) begin
		if(counter_kdata == 0) 
			conv_sum <= 40'd0;
		else if(counter_kdata == 10)     
			conv_sum <= conv_sum + bias;
		else  
			conv_sum <= conv_sum + data_conv;  
	end
end
always@(posedge clk or posedge reset) begin
	if(reset) 
		busy <= 0;
	else if(ready) 
		busy <= 1; 
	else if(current_state == FINISH) 
		busy <= 0;
end
always@(posedge clk or posedge reset) begin
	if(reset) 
		cwr <= 1'd0;
	else if(current_state == WRITE_L0 || current_state == WRITE_L1)
		cwr <= 1'd1;
	else 
		cwr <= 1'd0;
end
always@(posedge clk or posedge reset) begin
	if(reset) 
		crd <= 1'd0;
	else if(current_state == READ_L0) 
		crd <= 1'd1;
	else 
		crd <= 1'd0;
end
always@(posedge clk or posedge reset) begin
	if(reset) 
		csel <= 3'b000;
	else if(current_state == WRITE_L0) 
		csel <= 3'b001;
	else if(current_state == WRITE_L1) 
		csel <= 3'b011;
	else if(current_state == READ_L0) 
		csel <= 3'b001;
	else 
		csel <= csel;
end
always@(posedge clk or posedge reset) begin
	if(reset) 
		caddr_rd <= 12'd0;
	else if(current_state == READ_L0) begin
		case(counter_layer1)
			3'd0: caddr_rd <= L1_y*64 + L1_x;
			3'd1: caddr_rd <= L1_y*64 + L1_x+1;
			3'd2: caddr_rd <= (L1_y+1)*64 + L1_x;
			3'd3: caddr_rd <= (L1_y+1)*64 + L1_x+1;
		endcase 
	end
end
always@(posedge clk or posedge reset) begin
	if(reset) 
		caddr_wr <= 0;
	else if(current_state == WRITE_L0)  
		caddr_wr <= y * 64 + x; 
	else if(current_state == WRITE_L1)  
		caddr_wr <= (L1_y/2) * 32 + (L1_x/2);  
end
reg signed [19:0] current_max;
always@(posedge clk or posedge reset) begin
	if(reset) begin
		cdata_wr <= 20'd0;
		current_max <= 20'd0; 
	end else begin
		case(current_state)
			WRITE_L0:  
				cdata_wr <= (conv_sum[39]) ? 20'd0 : conv_result;
			READ_L0: begin				
				if(counter_layer1 == 3'd1) begin	 
					current_max <= cdata_rd; 		 
				end else begin
					current_max <= (cdata_rd > current_max) ? cdata_rd : current_max;
				end
			end
			WRITE_L1: begin
				cdata_wr <= current_max;
				current_max <= 20'h00000;  
			end
			default: begin
			end
		endcase
	end
end
always@(posedge clk or posedge reset) begin
	if(reset) begin
		x <= 6'd0; 
		y <= 6'd0;
	end else if(current_state == WRITE_L0) begin
		if(x == 6'd63) begin  
			x <= 6'd0;
			y <= y + 6'd1;
		end else begin
			x <= x + 6'd1;
		end
	end
end
always@(posedge clk or posedge reset) begin
	if(reset) begin
		L1_x <= 6'd0; 
		L1_y <= 6'd0;
	end else if(current_state == WRITE_L1) begin
		if(L1_x == 6'd62) begin
			L1_x <= 0;
			L1_y <= L1_y + 2;
		end else begin
			L1_x <= L1_x + 2;
		end
	end
end
always@(posedge clk or posedge reset) begin
	if(reset) 
		counter_kdata <= 4'd0;
	else 
		counter_kdata <= counter_kaddr;
end
always@(posedge clk or posedge reset) begin
	if(reset) 
		counter_layer1 <= 0;
	else if(current_state == READ_L0) 
		counter_layer1 <= counter_layer1 + 3'd1;
	else 
		counter_layer1 <= 0;
end
endmodule
[flow/run.sh]
#!/bin/bash
# OpenROAD 26Q1-2900-gdf79404cd8, Yosys 0.63+post, stock flow scripts
make -C /OpenROAD-flow-scripts/flow DESIGN_CONFIG=/design/flow/config.mk WORK_HOME=/design/flow/orfs finish
==> flow_results.xml <==
<?xml version="1.0" encoding="UTF-8"?>
<metrics>
  <group name="outcome">
    <metric name="outcome" unit="">completed</metric>
  </group>
  <group name="floorplanning">
    <metric name="fp_util" unit="">0.303</metric>
    <metric name="die_width" unit="µm">296</metric>
    <metric name="chipHeight" unit="µm">296</metric>
    <metric name="core" unit="mm²">0.0854</metric>
    <metric name="floorplan_row_count" unit="">107</metric>
    <metric name="fp.dieArea" unit="mm²">0.0875</metric>
    <metric name="number_of_primary_i_o_pins" unit="">105</metric>
  </group>
  <group name="layout">
    <metric name="finalNonFillerCells" unit="">4034</metric>
    <metric name="areaGrowthSynthToFinish" unit="%">11.3</metric>
    <metric name="finalInstanceArea" unit="mm²">0.0288</metric>
    <metric name="post-route-util" unit="">0.337</metric>
    <metric name="final_layout_size_suffix_gt1_frac" unit="">0.0401</metric>
  </group>
  <group name="drt">
    <metric name="detail_route.vias_per_cell" unit="">4.68</metric>
    <metric name="n_antenna_cell" unit="">0</metric>
    <metric name="avgRoutedWirePerCell" unit="µm">15.8</metric>
    <metric name="routed_wirelength" unit="µm">63800</metric>
    <metric name="detailroute.via_count" unit="">18900</metric>
    <metric name="drt_iter0_drc" unit="">1070</metric>
    <metric name="drtPass1Iterations" unit="">5</metric>
    <metric name="ant_nets" unit="">0</metric>
    <metric name="remaining_drc_errors" unit="">0</metric>
  </group>
  <group name="power">
    <metric name="powerDensity" unit="mW/mm²">68.6</metric>
    <metric name="fin_total_pwr" unit="mW">1.98</metric>
    <metric name="power.leakage" unit="nW">14.3</metric>
    <metric name="peakVddDrop" unit="V">0.0000879</metric>
  </group>
  <group name="min_path">
    <metric name="min_delay_path_depth" unit="">2</metric>
    <metric name="hold_crit_start" unit="">current_state[7]$_DFF_PP0_</metric>
    <metric name="hold_path.class" unit="">reg -&gt; reg</metric>
    <metric name="timing.hold.worst_endpoint" unit="">current_state[7]$_DFF_PP0_</metric>
  </group>
  <group name="final_timing">
    <metric name="hold_viol_final" unit="">0</metric>
    <metric name="timing.final.crit_share" unit="">0.454</metric>
    <metric name="final.min_clock_period" unit="ps">8570</metric>
    <metric name="timing.hold.ws" unit="ps">473</metric>
    <metric name="setup_viol" unit="">0</metric>
    <metric name="rsz0062_at_grt" unit="">no</metric>
    <metric name="achievable-frequency" unit="MHz">117</metric>
    <metric name="setup_total_negative_slack" unit="ps">0</metric>
    <metric name="tightestPinTransition" unit="ps">847</metric>
    <metric name="maxSlewHeadroom" unit="">0.430</metric>
    <metric name="clock-skew-final" unit="ps">17.1</metric>
    <metric name="drv_slew" unit="">0</metric>
    <metric name="setup_slack_after_layout" unit="ps">10330</metric>
  </group>
  <group name="logic_synthesis">
    <metric name="edf_count" unit="">0</metric>
    <metric name="avg_synthesized_cell_area" unit="µm²">9.07</metric>
    <metric name="yosysChipArea" unit="mm²">0.0259</metric>
    <metric name="synthAdderAreaFrac" unit="">0.421</metric>
    <metric name="yosys_warnings" unit="">1</metric>
    <metric name="synth.area.top_cells" unit="">fa_1, dfrtp_1, inv_1, ha_1, nand2_1</metric>
    <metric name="netlist.top_cell.by_instances" unit="">inv_1</metric>
    <metric name="post_synth_cell_types" unit="">76</metric>
    <metric name="yosysSeqAreaShare" unit="">0.176</metric>
    <metric name="synth-compound-area-share" unit="">0.106</metric>
    <metric name="post-synth-top-area-cell" unit="">fa_1</metric>
    <metric name="synth.logic.top_family" unit="">adder cells</metric>
    <metric name="netlist_area" unit="mm²">0.0259</metric>
    <metric name="synth.top_cell.area_share" unit="">0.336</metric>
    <metric name="post_synth_most_frequent_cells" unit="">inv_1, fa_1, nand2_1, dfrtp_1, ha_1</metric>
    <metric name="simple_gate_share" unit="">0.135</metric>
    <metric name="number_of_cell_instances_after_yosys_synthesis" unit="">2857</metric>
    <metric name="number_of_storage_elements_in_the_synthesis_netlist" unit="">182</metric>
    <metric name="yosys-mux-area-fraction" unit="">0.0134</metric>
    <metric name="post_synth_xor_area_fraction" unit="">0.0328</metric>
    <metric name="postSynthCellCount" unit="">2857</metric>
    <metric name="async_reset_ff_frac" unit="">1.00</metric>
    <metric name="synth_top_flop_cell" unit="">dfrtp_1</metric>
  </group>
  <group name="cts">
    <metric name="clockBufferDepth" unit="">2</metric>
    <metric name="clock_latency_at_the_later_pin_of_the_worst_skew_pair" unit="ps">500</metric>
    <metric name="htree_num_levels" unit="">4</metric>
    <metric name="postCtsHoldBufs" unit="">0</metric>
    <metric name="tritoncts" unit="">built</metric>
    <metric name="numCtsBuffers" unit="">17</metric>
    <metric name="clk_pin_slew" unit="ps">90</metric>
    <metric name="clk_root_buffer_cell" unit="">clkbuf_16</metric>
    <metric name="postCtsSetupRepairBufs" unit="">0</metric>
    <metric name="cts_sinks" unit="">182</metric>
    <metric name="post_cts_resized" unit="">0</metric>
  </group>
  <group name="place">
    <metric name="post-dp-hpwl" unit="µm">50400</metric>
    <metric name="dp_worst_setup_slack" unit="ps">10370</metric>
    <metric name="port-buffer-count" unit="">103</metric>
    <metric name="dp_cells" unit="">4002</metric>
    <metric name="placedInstanceArea" unit="mm²">0.0282</metric>
    <metric name="place.gp.congestion" unit="">0.905</metric>
  </group>
  <group name="flow_run">
    <metric name="cap_violations" unit="">0</metric>
    <metric name="stage_log_warnings" unit="">43</metric>
  </group>
  <group name="setup_path">
    <metric name="worst-path-max-fanout" unit="">21</metric>
    <metric name="critical_path.reg2reg.startpoint" unit="">counter_kdata[1]$_DFF_PP0_</metric>
    <metric name="slowest_delay" unit="ps">760</metric>
    <metric name="reg2regPathDepth" unit="">31</metric>
    <metric name="critPathSlowestCell" unit="">o31ai_1</metric>
    <metric name="critical_path.startpoint_type" unit="">flop</metric>
    <metric name="timing.reg2reg.setup_slack" unit="ps">10330</metric>
    <metric name="worst_ep_required_time" unit="ps">19330</metric>
    <metric name="endpoint_kind" unit="">flop</metric>
    <metric name="cp-startpoint" unit="">counter_kdata[1]$_DFF_PP0_</metric>
    <metric name="critical_path.reg2reg.endpoint" unit="">conv_sum[21]$_DFFE_PP0P_</metric>
    <metric name="criticalPathCategory" unit="">reg -&gt; reg</metric>
    <metric name="worst-endpoint-arrival" unit="ps">9000</metric>
  </group>
  <group name="global_routing">
    <metric name="first_global_vias" unit="">19300</metric>
    <metric name="grt_antenna_before_repair" unit="">0</metric>
    <metric name="largest_net_degree_at_the_start_of_global_routing" unit="">50</metric>
    <metric name="grt_overflow" unit="">0</metric>
    <metric name="grt_pass1_wl" unit="µm">105000</metric>
    <metric name="gr-usage-all-layers" unit="">0.159</metric>
  </group>
</metrics>
-- cells in the final DEF (no fill, tap or decap), drive strengths merged, types with 37 or more instances in the layout --
| cell type | Yosys | layout |
|---|---|---|
| a21oi | 88 | 88 |
| o21ai | 113 | 113 |
| ha | 175 | 175 |
| buf | 12 | 47 |
| nand2 | 320 | 320 |
| xnor2 | 66 | 66 |
| inv | 656 | 666 |
| clkdlybuf4s50 | 0 | 103 |
| nor2 | 89 | 89 |
| dfrtp | 181 | 181 |
| nand3 | 37 | 37 |
| and2 | 149 | 149 |
| fa | 435 | 435 |
| a22o | 46 | 46 |
-- state kept, by name, summed over array words and instances, names as in the netlist, 4 cells and up --
name           count
conv_sum          40
counter_kdata      4
current_state      8
idata_tmp         20
caddr_wr          12
L1_y               5
iaddr             12
cdata_wr          20
L1_x               5
y                  6
x                  6
counter_kaddr      4
caddr_rd          12
current_max       20
-- layout make-up --
type	instances	area, µm²
well taps	1144	1430
inverters	656	2470
clock inverters	15	226
multi-input cells	1870	18300
flip-flops and latches	182	4560
clock buffers	17	425
fillers	8790	56600
repair buffers	150	1380
-- worst max-delay path: cells and delay by family (launching register included) --
kind / cells / cell delay [ps]
compound gates: 9 / 2320
simple gates: 4 / 570
flops: 1 / 440
buf+inv: 9 / 1150
fa+ha+maj: 9 / 4020
-- where the power goes --
group	leakage, nW	internal [mW]	switching [mW]
logic	11.7	0.446	0.592
clock network	0.314	0.188	0.210
registers	2.27	0.454	0.0874
total	14.3	1.09	0.889
-- worst max-delay path by stage --
stage,cells after the start,endpoint,slack [ps]
5_1_grt,31,conv_sum[21]$_DFFE_PP0P_,9690
6_report,31,conv_sum[21]$_DFFE_PP0P_,10330
4_1_cts,31,conv_sum[21]$_DFFE_PP0P_,10320
-- layer usage --
metal / up-vias / global-route usage / part of all wire
met5: - / 0 / 0
met4: 0 / 0.0233 / 0.019
met3: 49 / 0.0331 / 0.051
met2: 404 / 0.253 / 0.48
met1: 9522 / 0.235 / 0.45
li1: 8899 / - / -
-- logic make-up (layout without fill, tap and decap cells) --
group,count (synthesis),after routing
multiplexers,33,33
XOR/XNOR,97,97
adder cells (fa/ha/maj),610,610
AND/OR/NAND/NOR,725,725
buffers and inverters,805,838
AND-OR/OR-AND,404,404
other,1,1
flip-flops,182,182
Power figures rest on the tool's default switching activity, not on a simulated workload.
